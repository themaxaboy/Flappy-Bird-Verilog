`run.sh`:
```
#!/bin/bash
# OpenROAD 26Q1-2900-gdf79404cd8, Yosys 0.63+post, stock flow scripts
make -C /OpenROAD-flow-scripts/flow DESIGN_CONFIG=/design/flow/config.mk WORK_HOME=/design/flow/orfs finish
```
`config.mk`:
```
export PLATFORM = sky130hd
export DESIGN_NAME = Debouncer
export DESIGN_NICKNAME = Debouncer
export VERILOG_FILES = /design/flow/design.v
export SDC_FILE = /design/flow/constraint.sdc
export NUM_CORES = 4
export LEC_CHECK = 1
export CORE_AREA = 10 10 77 77
export DIE_AREA = 0 0 87 87
```
`constraint.sdc`:
```
current_design Debouncer

set clk_period 2.0
set clk_io_pct 0.2

create_clock -name clk0 -period $clk_period [get_ports {clk}]

set non_clock_inputs [all_inputs -no_clocks]
set_input_delay [expr $clk_period * $clk_io_pct] -clock clk0 $non_clock_inputs
set_output_delay [expr $clk_period * $clk_io_pct] -clock clk0 [all_outputs]
```
`design.v`:
```
`timescale 1ns / 1ps
module Debouncer(
  input  clk,
  input  button_i,
  output reg button_debounced_o
  );
parameter MIN_DELAY = 50;  
parameter W_COUNTER = 17;
reg [W_COUNTER:0] counter;  
always @(posedge clk) begin
  if (!button_i) begin
    counter <= 0;
  end 
  else if (!counter[W_COUNTER]) begin
    counter <= counter + 1'b1;
  end
  button_debounced_o <= counter[W_COUNTER];
end
endmodule
```
==> load_flow_metrics.sql <==
-- flow metrics import
INSERT INTO impl_metrics (metric_group, metric, value, unit) VALUES
('routing', 'via_per_inst', '4.000', ''),
('logic_synthesis', 'top_cell', 'sky130_fd_sc_hd__dfxtp_1', ''),
('critical_path', 'max_stage_delay', '400', 'ps'),
('die', 'chip_area', '7569', 'sq um'),
('critical_path', 'critical_path.cell_chain', 'nand4b_2, nor2_1, a31o_2, a21oi_1', ''),
('global_routing', 'antenna_violations_before_repair', '0', ''),
('global_routing', 'globalRouteMet1Util', '5.808', '%'),
('timing', 'fin_crit_sh', '74.90', '%'),
('routing', 'wire_per_inst', '9.167', 'um'),
('timing', 'final_period_minus_worst_setup_slack', '1498', 'ps'),
('timing', 'post-route-worst-setup-slack', '501.9', 'ps'),
('placed_design', 'gpl.final_weighted_congestion', '0.7872', ''),
('global_routing', 'met3_usage', '1.509', '%'),
('clocking', 'worstSkewPairLatency', '250', 'ps'),
('run_status', 'run_status', 'finished, final reports clean', ''),
('logic_synthesis', 'async_flop_share', '0', '%'),
('global_routing', 'grt_start_max_net_pins', '13', ''),
('layout', 'flow.area_growth_from_synthesis', '15.95', '%'),
('logic_synthesis', 'synthesis.yosys.warnings', '1', ''),
('placed_design', 'dp.final_hpwl', '920.3', 'um'),
('power', 'p_leak', '0.3306', 'nW'),
('logic_synthesis', 'synth.distinct_cells', '26', ''),
('timing', 'timing.final.max_slew_violations', '0', ''),
('global_routing', 'layer_with_the_highest_usage_after_global_routing', 'met2', ''),
('clocking', 'clock-sinks', '19', ''),
('routing', 'drtIter0Drc', '12', ''),
('timing', 'skew', '1.805', 'ps'),
('clocking', 'post_cts_buffers', '0', ''),
('timing', 'max_slew_margin_vs_limit', '71.30', '%'),
('die', 'floorplan.rows', '24', ''),
('global_routing', 'wire_length_of_the_first_global_routing_pass', '2649', 'um'),
('clocking', 'clk_pin_slew_worst_paths', '70', 'ps'),
('timing', 'setup_tns', '0', 'ps'),
('logic_synthesis', 'synthDominantCellAreaShare', '45.31', '%'),
('clocking', 'post_cts_resize_count', '0', ''),
('job', 'max-cap-violations', '0', ''),
('routing', 'drc', '0', ''),
('clocking', 'numCtsBuffers', '3', ''),
('logic_synthesis', 'top_cells_by_count', 'sky130_fd_sc_hd__dfxtp_1 (19), sky130_fd_sc_hd__nor2_1 (18), sky130_fd_sc_hd__xnor2_1 (8)', ''),
('logic_synthesis', 'largest_area_contributor_in_the_synthesized_netlist', 'sky130_fd_sc_hd__dfxtp_1', ''),
('die', 'core_area', '4354', 'sq um'),
('routing', 'routed_wl', '1375', 'um'),
('global_routing', 'first_global_vias', '580', ''),
('logic_synthesis', 'synth-area-yosys', '839.6', 'sq um'),
('layout', 'layout-drive-gt1-share', '9.184', '%'),
('die', 'floorplan.die.width', '87', 'um'),
('logic_synthesis', 'post_synth.cell_area_avg', '9.126', 'sq um'),
('routing', 'routed_vias', '600', ''),
('routing', 'drt_first_pass_iters', '4', ''),
('global_routing', 'grt-ovfl-total', '0', ''),
('logic_synthesis', 'synth_seq_share', '45.31', '%'),
('global_routing', 'grtUsageTotal', '4.139', '%'),
('clocking', 'clk_root_buffer_cell', 'sky130_fd_sc_hd__clkbuf_8', ''),
('layout', 'fill_cells', '449', ''),
('power', 'power', '0.6729', 'mW'),
('die', 'fp-utilization', '19.28', '%'),
('routing', 'num_antenna_cells', '0', ''),
('clocking', 'tritoncts', 'done', ''),
('logic_synthesis', 'enable_flop_cells', '0', ''),
('die', 'die_height', '87', 'um'),
('logic_synthesis', 'netlist_instances', '92', ''),
('critical_path', 'path_max_fanout', '8', ''),
('logic_synthesis', 'ys_top_cells_by_area', 'sky130_fd_sc_hd__dfxtp_1 (45%), sky130_fd_sc_hd__xnor2_1 (8.3%), sky130_fd_sc_hd__nor2_1 (8.0%)', ''),
('logic_synthesis', 'mappedNetlistArea', '839.6', 'sq um'),
('timing', 'setup-violations-final', '0', ''),
('placed_design', 'port-buffer-count', '2', ''),
('critical_path', 'classification_of_the_worst_setup_path', 'reg2reg', ''),
('worst_hold_path', 'hold_path.class', 'reg2reg', ''),
('global_routing', 'grt.met2_usage', '6.063', '%'),
('logic_synthesis', 'ys_cells', '92', ''),
('critical_path', 'crit_path_end_kind', 'flop', '');
==> stage by stage <==
stage | hold slack, ps | std cells | cell area, sq um | utilization (%)
6_report | 472.2 | 150 | 973.4 | 22.36
5_1_grt | 510.0 | 150 | 973.4 | 22.36
4_1_cts | 483.6 | 150 | 973.4 | 22.36
3_5_place_dp | 473.0 | 146 | 928.4 | 21.32
3_3_place_gp | 471.7 | 146 | 928.4 | 21.32
2_1_floorplan | 420.2 | 92 | 839.6 | -
==> sequential cells by signal (all words and copies together) (netlist names) <==
signal	flops
button_debounced_o	1
counter	18
==> critical path: cells and delay by family, from the launching register on <==
kind | cells | cell delay (ps)
AOI/OAI and AO/OA | 2 | 270
and+or+nand+nor | 2 | 730
DFF | 1 | 390
==> layout make-up <==
type / instances / area [sq um] / share of cell area, %
well taps: 52 / 65.06 / 6.684
inverters: 6 / 22.52 / 2.314
clock buffers: 4 / 45.04 / 4.627
repair buffers: 3 / 27.53 / 2.828
flip-flops and latches: 19 / 380.4 / 39.07
multi-input cells: 66 / 432.9 / 44.47
==> per-layer routing <==
layer	up-vias	routed length, um
met2	6	552
met5	-	0
met4	0	35
met1	268	736
li1	324	-
met3	2	51
==> worst paths after layout <==
path	from	endpoint	slack, ps	cells past startpoint
worst max register to register	counter[17]	counter[15]	500	4
worst max-delay path	counter[17]	counter[15]	500	4
worst min register to register	counter[17]	button_debounced_o	470	0
worst min-delay path	counter[17]	button_debounced_o	470	0
==> report_power, final <==
part	leakage, nW	total, mW	internal [mW]	switching (mW)
clock network	0.0228	0.260	0.141	0.119
logic	0.154	0.0216	0.00998	0.0116
registers	0.154	0.391	0.384	0.00718
==> placed cells by master (no fill, tap or decap), types with 2 or more instances in the layout <==
| cell type | Yosys | layout |
|---|---|---|
| sky130_fd_sc_hd__a21oi_1 | 3 | 3 |
| sky130_fd_sc_hd__clkbuf_8 | 0 | 3 |
| sky130_fd_sc_hd__clkdlybuf4s50_1 | 0 | 2 |
| sky130_fd_sc_hd__dfxtp_1 | 19 | 19 |
| sky130_fd_sc_hd__inv_1 | 5 | 5 |
| sky130_fd_sc_hd__mux2i_1 | 2 | 2 |
| sky130_fd_sc_hd__nand2_1 | 4 | 4 |
| sky130_fd_sc_hd__nand3_1 | 3 | 3 |
| sky130_fd_sc_hd__nand4_1 | 5 | 5 |
| sky130_fd_sc_hd__nor2_1 | 18 | 18 |
| sky130_fd_sc_hd__nor3_1 | 5 | 5 |
| sky130_fd_sc_hd__nor4_2 | 2 | 2 |
| sky130_fd_sc_hd__xnor2_1 | 8 | 8 |
| sky130_fd_sc_hd__xor2_1 | 4 | 4 |
==> kinds of logic (layout without fill, tap and decap cells) <==
family          count (synthesis)  in the layout  share of synthesized area (%)
xor+xnor                       12             12                          12.52
compound gates                  7              7                          5.365
mux                             2              2                          2.385
fa+ha+maj                       1              1                          1.490
simple gates                   44             44                          29.81
buf+inv                         7             13                          3.129
flops                          19             19                          45.30
Power figures rest on the tool's default switching activity, not on a simulated workload.
